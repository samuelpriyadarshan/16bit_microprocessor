### /design/flow/config.mk
export PLATFORM = sky130hd
export DESIGN_NAME = program_memory
export DESIGN_NICKNAME = program_memory
export VERILOG_FILES = /design/flow/design.v
export SDC_FILE = /design/flow/constraint.sdc
export NUM_CORES = 4
export LEC_CHECK = 1
export CORE_AREA = 10 10 70 70
export DIE_AREA = 0 0 80 80
export SYNTH_MEMORY_MAX_BITS = 65536
### /design/flow/design.v
`timescale 1ns / 1ps
module program_memory(address, instruction);
    input [11:0] address;
    output [15:0] instruction;
    reg [15:0] memory [4095:0];
    reg [15:0] instruction;
    integer i;
        initial begin
            for(i=0; i<4096 ; i=i+1)begin
                case(i)
                    0:memory[0] = 16'hFFFF;
                    2:memory[2] = 16'h7400 ;
                    3:memory[3] = 16'h7300 ;
                    4:memory[4] = 16'h0104 ;
                    5:memory[5] = 16'h8000 ;
                    6:memory[6] = 16'h6000 ;
                    12'hff1: memory[12'hff1] = 16'h0000;
                    12'hff2: memory[12'hff2] = 16'h1101;
                    12'hff3: memory[12'hff3] = 16'h7100;
                    12'hff4: memory[12'hff4] = 16'h7400;
                    12'hff5: memory[12'hff5] = 16'h9000;
                    default: memory[i] = 16'hFFFF;
                endcase
                #0.01;
           end
    end
    always@(address)begin
        instruction = memory[address];
    end
endmodule
### /design/flow/run.sh
#!/bin/bash
# OpenROAD 26Q1-2900-gdf79404cd8, Yosys 0.63+post, stock flow scripts
make -C /OpenROAD-flow-scripts/flow DESIGN_CONFIG=/design/flow/config.mk WORK_HOME=/design/flow/orfs finish
### /design/flow/constraint.sdc
current_design program_memory

set clk_period 3.4
set clk_io_pct 0.2

create_clock -name clk0 -period $clk_period

set non_clock_inputs [all_inputs -no_clocks]
set_input_delay [expr $clk_period * $clk_io_pct] -clock clk0 $non_clock_inputs
set_output_delay [expr $clk_period * $clk_io_pct] -clock clk0 [all_outputs]
==> flow_metrics.py <==
# Metrics from the implementation run
metrics = {
    "sta": {
        "final-setup-viol-count": 0,
        "finalCriticalPeriod_ns": 3.27,
        "slew_viol_final": 0,
        "whs_ns": 2.21,
        "fmax_mhz": 306,
        "slew_headroom": 0.721,
        "finalHoldViolCount": 0,
        "worst_slew_pin_slew_ns": 0.417,
        "finalClockPeriodUsage": 0.960,
        "rsz0062_at_grt": "true",
    },
    "synth": {
        "syn_inst": 68,
        "yosys_cells": 68,
        "synth.avg_cell_area_sq_um": 7.10,
        "synth_cell_type_count": 29,
        "yosysChipArea_sq_um": 483,
        "synth_seq_share": 0,
        "syn-cell-area_sq_um": 483,
        "ys_warn_count": 1,
    },
    "finish": {
        "seqCellArea_sq_um": 0,
        "fill_cells": 377,
        "synthToLayoutAreaGrowth_pct": 85.5,
        "clkbuf_count": 0,
        "flops": 0,
        "final_layout_size_suffix_gt1_frac": 0.257,
    },
    "floorplan": {
        "die_h_um": 80,
        "io_pins": 28,
        "die-area_sq_mm": 0.00640,
        "initCoreUtil": 0.141,
        "rows": 21,
        "core_area_sq_mm": 0.00342,
        "die_w_um": 80,
    },
    "power_and_ir_drop": {
        "finalPower_mw": 0.0572,
        "leakagePower_nw": 0.365,
        "power_frac_comb": 1.000,
        "vdd_drop_max_mv": 0.0275,
        "power.density_mw_per_mm2": 63.9,
        "power_switching_mw": 0.0259,
        "seqPwrFrac": 0,
        "pwr-share-clk": 0,
        "swShare": 0.453,
        "internal_power_mw": 0.0313,
    },
    "place": {
        "hpwl_um": 1490,
        "portBuffers": 28,
        "routabilityCongestion": 0.844,
    },
    "clock_network": {
        "cts_setup_buffers": 0,
    },
    "grt": {
        "grt_pass1_vias": 554,
        "overflow": 0,
        "track_usage": 0.0487,
        "grt_pass1_wl_um": 2650,
        "grt_max_degree": 11,
        "antenna_found_initial": 0,
    },
    "critical_path": {
        "crit_path_end_kind": "output pin",
        "critPathKind": "in -> out",
        "worstPathMaxFanout": 4,
        "endpoint": "instruction[9]",
        "crit_arrival_ns": 2.59,
        "worstSetupStartpointType": "input port",
        "crit_start": "address[8]",
        "crit_required_ns": 2.72,
    },
    "min_path": {
        "hold_depth": 5,
        "hold_class": "in -> out",
    },
    "routing": {
        "wl_per_cell_um": 11.5,
        "drtIter0Drc": 25,
        "ant_nets": 0,
        "drtPass1Iterations": 4,
        "vias": 606,
        "remaining_drc_errors": 0,
        "wl_um": 1690,
        "viasPerCell": 4.12,
        "antenna_cells": 0,
    },
    "outcome": {
        "status": "completed",
    },
    "job": {
        "warning_count": 38,
        "maxCapViolCount": 0,
    },
}
worst max-delay path, stage by stage:
cell and delay [ns]:
clkdlybuf4s50_1 0.49, nand4_1 0.18, or4_4 0.55, o32ai_2 0.21
a31oi_1 0.06, clkdlybuf4s50_1 0.41
through the flow:
| stage | TNS [ns] | instance area, sq um | util | setup slack, ns | std cells |
|---|---|---|---|---|---|
| floorplan | 0 | 483 | - | 0.933 | 68 |
| global placement | -0.00901 | 861 | 0.252 | -0.00397 | 147 |
| detailed placement | -0.405 | 861 | 0.252 | -0.0629 | 147 |
| CTS | 0 | 865 | 0.253 | 0.00534 | 147 |
| global route | -0.00742 | 896 | 0.262 | -0.00664 | 147 |
| finish | 0 | 896 | 0.262 | 0.135 | 147 |
worst min path at each step:
stage	slack, ns	from	to
after CTS	2.55	address[0]	instruction[9]
after global routing	2.29	address[0]	instruction[9]
final	2.21	address[0]	instruction[9]
logic make-up (layout without fill, tap and decap cells):
family,count (synthesis),count (layout),share of synthesized area
and+or+nand+nor,28,28,0.365
AOI/OAI and AO/OA,17,17,0.233
buffers and inverters,14,47,0.181
adders and majority gates,6,6,0.155
muxes,3,3,0.0648
routing by layer:
metal / global-route usage / vias up / wire (um) / part of all wire
li1: - / 320 / - / -
met2: 0.0803 / 19 / 780 / 0.46
met3: 0.00795 / 0 / 103 / 0.061
met1: 0.0686 / 267 / 803 / 0.48
met4: 0 / 0 / 0 / 0
met5: 0 / - / 0 / 0
final cells by class:
| cell class | instances | area (sq um) | share of cell area |
|---|---|---|---|
| Multi-Input combinational cell | 54 | 425 | 0.475 |
| Timing Repair Buffer | 43 | 398 | 0.444 |
| Tap cell | 46 | 57.6 | 0.0642 |
| Inverter | 4 | 15.0 | 0.0168 |
timing repair:
action,CTS,global route
hold buffers,0,0
hold endpoints to repair,0,0
pin swaps,0,3
gates resized,1,6
setup endpoints to repair,7,9
Yosys cell counts:
master / number / area (sq um)
nand2_2: 1 / 6.26
a21oi_1: 8 / 40.0
and3_1: 1 / 6.26
nor4b_1: 2 / 17.5
ha_1: 6 / 75.1
a22o_2: 1 / 10.0
nand3_1: 2 / 10.0
inv_1: 4 / 15.0
nor2_1: 3 / 11.3
nand2_1: 4 / 15.0
buf_1: 1 / 3.75
buf_6: 1 / 11.3
and4_1: 1 / 8.76
a22oi_1: 3 / 22.5
mux2_2: 1 / 11.3
o21ai_0: 1 / 5.00
mux2i_1: 2 / 20.0
nand4b_1: 1 / 8.76
buf_4: 7 / 52.6
or4_4: 1 / 11.3
nand4_1: 3 / 18.8
buf_2: 1 / 5.00
nor4bb_1: 2 / 20.0
nor3_1: 2 / 10.0
or3_2: 1 / 7.51
a31oi_1: 3 / 18.8
o32ai_2: 1 / 16.3
nand2b_1: 2 / 12.5
nor4_1: 2 / 12.5
power groups by stage:
stage | clock, mW | sequential [mW] | combinational (mW)
CTS | 0 | 0 | 0.0554
global route | 0 | 0 | 0.0632
finish | 0 | 0 | 0.0572
cells in the final DEF (no fill, tap or decap), drive strengths merged, types with 2 or more instances in the layout:
cell type      synthesis  layout
a21oi                  8       8
a22oi                  3       3
a31oi                  3       3
buf                   10      15
clkdlybuf4s50          0      26
dlymetal6s2s           0       2
ha                     6       6
inv                    4       4
mux2i                  2       2
nand2                  5       5
nand2b                 2       2
nand3                  2       2
nand4                  3       3
nor2                   3       3
nor3                   2       2
nor4                   2       2
nor4b                  2       2
nor4bb                 2       2
Power figures rest on the tool's default switching activity, not on a simulated workload.
