==> /design/flow/design.v <==
`timescale 1ns / 1ps
module register_file(clk, A_addr, B_addr, D_addr, data_in, write_enable, A_data, B_data, register_A, register_B);
    input clk, write_enable;
    input [2:0] A_addr, B_addr, D_addr;
    input [15:0] data_in;
    output [15:0] A_data, B_data, register_A, register_B;
    reg [15:0] memory [7:0];
    reg [15:0] A_data, register_A, register_B;
    reg [15:0] B_data;
    integer i;
    initial begin
        for(i=1 ; i<8 ; i=i+1)begin
            memory[i] = i;
            #0.01;
        end
    end
    always@(negedge clk)begin
        memory[0] = 0;
        A_data = memory[A_addr];
        B_data = memory[B_addr];
        register_A = memory[1];
        register_B = memory[2];
    end
    always@(posedge clk)begin
        if (write_enable)begin
            memory [D_addr] = data_in;
        end
    end
    always@(*)begin
    end    
endmodule
==> /design/flow/run.sh <==
#!/bin/bash
# OpenROAD 26Q1-2900-gdf79404cd8, Yosys 0.63+post, stock flow scripts
make -C /OpenROAD-flow-scripts/flow DESIGN_CONFIG=/design/flow/config.mk WORK_HOME=/design/flow/orfs finish
==> /design/flow/config.mk <==
export PLATFORM = sky130hd
export DESIGN_NAME = register_file
export DESIGN_NICKNAME = register_file
export VERILOG_FILES = /design/flow/design.v
export SDC_FILE = /design/flow/constraint.sdc
export NUM_CORES = 4
export LEC_CHECK = 1
export CORE_UTILIZATION = 40
==> /design/flow/constraint.sdc <==
current_design register_file

set clk_period 4.1
set clk_io_pct 0.2

create_clock -name clk0 -period $clk_period [get_ports {clk}]

set non_clock_inputs [all_inputs -no_clocks]
set_input_delay [expr $clk_period * $clk_io_pct] -clock clk0 $non_clock_inputs
set_output_delay [expr $clk_period * $clk_io_pct] -clock clk0 [all_outputs]
==> impl_metrics.toml <==
# implementation run metrics
[setup_path]
start_kind = "flop"
critPathArrivalTime_ps = 3270
crit_family = "buffers and inverters"
crit_fanout = 1
critPathCaptureType = "output port"
cpPeakStageDelay_ps = 460
worstSetupPathType = "reg2out"
crit_buf_inv = 1
path_cells = "clkdlybuf4s50_1"
worstPathRequired_ps = 3280
cp_slowest_cell = "clkdlybuf4s50_1"

[drt]
route.detailed.drc = 0
vias_per_cell = 5.07
n_antenna_cell = 0
via_count = 4265
drtIter0Drc = 162
drt_wl_total_microns = 15500
drt.antenna.violating_nets = 0
drt-pass1-iter-count = 4
wl_per_cell_microns = 18.4

[die]
die_h_microns = 131
ios = 91
core_sq_um = 16000
die_w_microns = 131
dieArea_sq_um = 17100
rows = 46
fp_util_pct = 41.4

[pwr]
p_comb_share_pct = 7.8
p_switching_mw = 0.956
p_sw_share_pct = 23.3
p_clk_share_pct = 43.5
ir_drop_mv = 0.295
seq_power_share_pct = 48.7
p_int_mw = 3.16
leakage_nw = 4.09
power_density_nw_per_um2 = 457
fin_total_pwr_mw = 4.11

[sta]
slew_headroom_pct = 49.5
finalMaxSlewViolations = 0
hold_viol = 0
max_slew.worst_pin.slew_ps = 755
finClkSkew_ps = 42.0
fin_hold_ws_ps = 1110
setup_viol = 0

[cts]
h-tree-depth = 4
clockBufferDepth = 2
cts_tree = "done"
numCtsBuffers = 17
root_buffer = "clkbuf_16"
clkTransAtPathRegs_ps = 60
clock_sinks = 176
clkLatencyLatePin_ps = 450

[yosys]
ff_type = "edfxtp_1"
synthCells = 419
top_area_share_pct = 50.8
ys_cells = 419
yosysTopAreaCell = "edfxtp_1"
synth-compound-area-share_pct = 9.56
ys_seq_share_pct = 70.1
async_flop_share_pct = 0
synth-adder-area-share_pct = 0
synth_area_sq_um = 6620
yosys-top-cells-area = "edfxtp_1, dfxtp_1, mux2i_1"
edf_count = 112
synthMuxAreaShare_pct = 13.9
xor_area_share_pct = 0
ys_warn_count = 2
ys_ff = 176
synthTopLogicFamily = "multiplexers"
synth.distinct_cells = 35
avgSynthCellArea_sq_um = 15.8
simple_gate_share_pct = 3.42
ys_chip_area_sq_um = 6620

[placed_design]
post_dp_cell_area_sq_um = 8050
hpwl_microns = 10500
io_buffers = 90
gp_congestion = 0.853
place_inst = 747

[finish]
combGateArea_sq_um = 1790
layout.cells.non_filler = 842
drive_above_1_share_pct = 20.8
flop_area_sq_um = 4670
fillers = 1298
stdcell_area_sq_um = 9010
area_delta_synth_final_pct = 36.0

[global_routing]
antenna_found_initial = 0
grt.total_usage_pct = 20.4
grt_first_pass_wirelength_microns = 23800
overflow = 0
grt_pass1_vias = 4433
grt_max_degree = 19

[min_path]
hold_class = "in2reg"

[job]
tool_warnings = 89
cap_violations = 0

[status]
status = "completed"
## registers in the layout, indices dropped and copies added, names as in the netlist
register,cells
A_data,16
B_data,16
memory,112
register_A,16
register_B,16
## synth_stat cells, types with 8 or more instances
master    number
edfxtp_1     112
dfxtp_1       64
mux2i_1       62
a32oi_1       20
mux2_2        16
o21ai_0       15
nand3_1       14
a21o_1        13
o22ai_1       13
buf_2         12
o221ai_1       8
## power by group through the flow
stage     logic, mW  registers (mW)  clock network, mW
6_report      0.320            2.00               1.79
5_1_grt       0.349            2.01               1.95
4_1_cts       0.335            2.01               1.82
## stage by stage
stage | setup slack, ps | utilization [%] | setup TNS (ps)
floorplan | 294 | - | 0
global placement | -306 | 50.3 | -4230
detailed placement | -332 | 50.3 | -4290
CTS | 0.931 | 55.4 | 0
global route | -14.8 | 56.3 | -14.8
finish | 7.61 | 56.3 | 0
## area by class of cell
type | count | share of cell area (%)
well taps | 216 | 3.00
inverters | 2 | 0.0834
flip-flops and latches | 176 | 51.9
multi-input cells | 213 | 19.8
clock buffers | 24 | 5.60
clock inverters | 72 | 3.50
repair buffers | 139 | 16.1
## cell families (layout without fill, tap and decap cells)
kind of cell / count (synthesis) / in the layout
and+or+nand+nor: 42 / 42
DFF: 176 / 176
muxes: 85 / 85
AOI/OAI and AO/OA: 86 / 86
buffers and inverters: 30 / 237
## layer usage
layer | up-vias | wire length [microns] | track usage, %
met5 | - | 0 | 0
met4 | 0 | 327 | 4.46
met3 | 25 | 1210 | 7.50
met2 | 160 | 7700 | 32.7
met1 | 2045 | 6300 | 28.1
li1 | 2035 | - | -
## cell usage in the layout, fill, tap and decap left out, drive strengths merged
cell / Yosys / layout
edfxtp: 112 / 112
inv: 3 / 68
dfxtp: 64 / 64
mux2i: 62 / 62
buf: 25 / 53
dlymetal6s2s: 0 / 48
clkdlybuf4s50: 0 / 32
clkbuf: 2 / 24
mux2: 21 / 21
a32oi: 20 / 20
o21ai: 15 / 15
nand3: 14 / 14
o22ai: 13 / 13
a21o: 13 / 13
o221ai: 8 / 8
nand2b: 7 / 7
o211ai: 7 / 7
nand2: 6 / 6
nor2: 6 / 6
dlygate4sd2: 0 / 6
clkinv: 0 / 4
and2: 3 / 3
a21oi: 2 / 2
a211oi: 2 / 2
a311oi: 2 / 2
mux4: 2 / 2
a22oi: 2 / 2
nor3b: 2 / 2
nor2b: 2 / 2
a221oi: 2 / 2
and3b: 1 / 1
nor3: 1 / 1
clkinvlp: 0 / 1
bufinv: 0 / 1
## worst paths after layout
check | start | end | slack (ps) | cells past startpoint
hold / removal | data_in[4] | memory[2][4]$_DFFE_PP_ | 1110 | 1
setup reg to reg | memory[2][15]$_DFFE_PP_ | A_data[15]$_DFF_N_ | 860 | 3
hold reg to reg | memory[1][14]$_DFFE_PP_ | register_A[14]$_DFF_N_ | 2420 | 0
setup / recovery | B_data[0]$_DFF_N_ | B_data[0] | 8 | 1
## what timing repair did
action                     in CTS  in global routing
setup endpoints to repair      13                 48
setup buffers                   0                  0
hold endpoints to repair        0                  0
resized                        18                 60
cloned                          0                  0
hold buffers                    0                  0
Power is estimated from default activity; no workload was simulated.
