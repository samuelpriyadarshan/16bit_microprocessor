--- design/flow/design.v ---
`timescale 1ns / 1ps
module stack( clk,data_out, push, pop, data_in, rst, count);
    input [15:0] data_in;
    input push, pop,clk,rst;
    input [1:0] count;
    output reg [15:0] data_out;
    reg [15:0] stack_memory [11:0];
    reg [11:0] SP;
    initial begin
        stack_memory [0] = 0;stack_memory [1] = 0;stack_memory [2] = 0;stack_memory [3] = 0;
        stack_memory [4] = 0;stack_memory [5] = 0;stack_memory [6] = 0;stack_memory [7] = 0;
        stack_memory [8] ='d0;stack_memory [9] ='d0;stack_memory [10] ='d0;stack_memory [11] ='d0;
        SP = 'd1; data_out = 16'd0;  
    end
    always@(posedge clk)begin
        if(count == 1)begin    
            if (push)begin
                SP <= SP + 1'b1;
                stack_memory[SP] <= data_in;
            end
        end
        if(count == 0)begin
                        if (pop) begin
                            SP = SP - 1'b1;
                            data_out <= stack_memory[SP] ;
                        end
                end
    end
endmodule
--- design/flow/run.sh ---
#!/bin/bash
# OpenROAD 26Q1-2900-gdf79404cd8, Yosys 0.63+post, stock flow scripts
make -C /OpenROAD-flow-scripts/flow DESIGN_CONFIG=/design/flow/config.mk WORK_HOME=/design/flow/orfs finish
--- design/flow/config.mk ---
export PLATFORM = sky130hd
export DESIGN_NAME = stack
export DESIGN_NICKNAME = stack
export VERILOG_FILES = /design/flow/design.v
export SDC_FILE = /design/flow/constraint.sdc
export NUM_CORES = 4
export LEC_CHECK = 1
export CORE_UTILIZATION = 40
--- design/flow/constraint.sdc ---
current_design stack

set clk_period 8.0
set clk_io_pct 0.2

create_clock -name clk0 -period $clk_period [get_ports {clk}]

set non_clock_inputs [all_inputs -no_clocks]
set_input_delay [expr $clk_period * $clk_io_pct] -clock clk0 $non_clock_inputs
set_output_delay [expr $clk_period * $clk_io_pct] -clock clk0 [all_outputs]
==> flow_metrics.py <==
# Synthesis and PnR figures
metrics = {
    "timing": {
        "max_slew_margin": 0.4272,
        "rsz0062_at_grt": "no",
        "slew_viol_final": 0,
        "max_freq_mhz": 295.9,
        "fin_crit_ns": 3.380,
        "worst_pin_slew_ns": 0.8546,
        "finalHoldViolations": 0,
        "period_used_share": 0.4225,
        "setup_violations": 0,
        "fin_skew_ns": 0.009858,
        "tns_ns": 0,
    },
    "power": {
        "p_int_mw": 1.983,
        "combPwrFrac": 0.036,
        "seq_power_share": 0.507,
        "vdd_drop_max_uv": 178.0,
        "p_leak_nw": 3.169,
        "pwr-share-clk": 0.457,
        "swShare": 0.1841,
        "power.switching_uw": 447.3,
        "p_per_area_mw_per_mm2": 246.3,
    },
    "detailed_routing": {
        "drc": 0,
        "viasPerCell": 5.298,
        "dr.pass1.iters": 4,
        "via_count": 3995,
        "drt_iter0_markers": 211,
        "diodes": 0,
        "routedWlPerCell_um": 20.86,
        "ant_nets": 0,
        "wl_um": 15730,
    },
    "clock_network": {
        "cts.htree.levels": 1,
        "clk_latency_ns": 0.49,
        "cts_setup_buffers": 0,
        "cts_tree": "done",
        "numCtsBuffers": 22,
        "cts-root-buf": "clkbuf_16",
        "cts_buffer_depth": 3,
        "clkSlewWorstSetupHoldPaths_ns": 0.06,
        "cts_resized": 0,
        "cts_hold_buf": 0,
        "clock-sinks": 212,
    },
    "global_routing": {
        "antenna_found_initial": 0,
        "overflow": 0,
        "grt_max_degree": 47,
        "grt_pass1_wl_um": 24080,
        "grt.total_usage": 0.1663,
        "grt_pass1_vias": 4272,
    },
    "synthesis": {
        "yosysCellCount": 411,
        "top_area_cell": "edfxtp_1",
        "synth.distinct_cells": 24,
        "edf_count": 212,
        "netlist.area_leader.share": 0.7645,
        "synth_cells": 411,
        "async_reset_ff_frac": 0,
        "ys_seq_frac": 0.7645,
        "yosys-top-cells-area": "edfxtp_1 (76%), mux2_2 (8.7%), mux4_2 (2.7%)",
        "yosys_area_mm2": 0.008327,
        "ys_top_cells_by_count": "edfxtp_1 (212), mux2_2 (64), o22ai_1 (32)",
        "yosysMostFrequentCell": "edfxtp_1",
        "ys_ff": 212,
        "synth_area_per_cell_um2": 20.26,
        "yosysWarnings": 1,
        "synth-main-ff-cell": "edfxtp_1",
        "netlist_area_mm2": 0.008327,
    },
    "finish": {
        "nFillCells": 1640,
        "drive_above_1_share": 0.3244,
        "utilization": 0.4859,
        "synthToLayoutAreaGrowth_pct": 18.47,
    },
    "placement": {
        "io_buffers": 36,
        "dp_hpwl_um": 8587,
        "routabilityCongestion": 0.7388,
    },
    "floorplanning": {
        "std_cell_rows": 52,
        "core_area_mm2": 0.02030,
        "die_h_um": 146.3,
        "initial_core_util": 0.4102,
        "ios": 38,
        "die_w_um": 146.3,
        "die-area_mm2": 0.02140,
    },
    "flow_run": {
        "openroad.warnings": 29,
        "max_cap_viol_count": 0,
    },
    "critical_path": {
        "worstSetupEndpointType": "flip-flop",
        "cpPeakStageDelay_ns": 0.68,
        "rrSetupSlack_ns": 4.74,
        "cp_common_cell": "nand2_1",
        "cpMaxStageDelayCell": "nor3_2",
        "cp.arrival_ns": 3.57,
        "critical_path_required_ns": 8.19,
        "cp_max_fo": 9,
        "crit_chain": "clkdlybuf4s50_1 -> nand2_1 -> nor2_1 -> nand2_1 -> nor3_2 -> buf_4",
        "path_class": "input pin to flip-flop",
        "startpoint_type": "input pin",
    },
    "worst_hold_path": {
        "hp-class": "flip-flop to flip-flop",
    },
    "status": {
        "outcome": "finished, final reports clean",
    },
}
-- cell families (layout without fill, tap and decap cells) --
| kind of cell | Yosys count | in the layout | share of synthesized area |
|---|---|---|---|
| flops | 212 | 212 | 0.7645 |
| mux | 80 | 80 | 0.1325 |
| compound gates | 48 | 48 | 0.04508 |
| simple gates | 42 | 42 | 0.02630 |
| buf+inv | 23 | 96 | 0.02029 |
| fa+ha+maj | 4 | 4 | 0.006011 |
| xor+xnor | 2 | 2 | 0.005260 |
-- metrics by stage --
step,cell area (µm²),worst slack (ns),instances,total power [mW],hold WS [ns]
finish,9864,4.620,754,2.430,0.7329
global route,9864,4.472,754,2.501,0.7762
CTS,9864,4.605,754,2.450,0.7383
detailed placement,9057,4.033,714,1.343,0.7193
global placement,9057,4.133,714,1.341,0.7241
floorplan,8327,4.432,411,1.305,0.6922
-- layer usage --
layer  vias up  wire [µm]  GRT usage
li1       1792          -          -
met1      1972       5685     0.2135
met2       203       7849     0.2614
met3        28       1824    0.09650
met4         0        374    0.02813
met5         -          0   0.006818
-- flip-flops by register name, indices dropped and copies added, names as in the netlist --
register,count
SP,4
data_out,16
stack_memory,192
-- cell type report --
cell class,instances,area [µm²],area share
Inverter,4,17.52,0.001776
Clock buffer,24,579.3,0.05873
Tap cell,270,337.8,0.03425
Clock inverter,16,227.7,0.02308
Timing Repair Buffer,52,480.5,0.04871
Multi-Input combinational cell,176,1856,0.1881
Sequential cell,212,6366,0.6454
-- power by group through the flow --
stage	sequential [mW]	clock [mW]	combinational, mW
final	1.23	1.11	0.0869
after global routing	1.23	1.17	0.0947
after CTS	1.23	1.13	0.0884
-- worst max-delay path: cells and delay by family --
kind                   cells  cell delay [ns]
buffers and inverters      2             0.84
and+or+nand+nor            4             1.14
-- path summary, 6_finish.rpt --
path	start	cells past startpoint	end
max reg2reg	SP[0]$_DFFE_PP_	7	data_out[6]$_DFFE_PP_
max	count[0]	6	stack_memory[3][14]$_DFFE_PP_
min	stack_memory[8][3]$_DFFE_PP_	3	data_out[3]$_DFFE_PP_
min reg2reg	stack_memory[8][3]$_DFFE_PP_	3	data_out[3]$_DFFE_PP_
-- cells in the final DEF, fill, tap and decap left out --
cell             instances
nor3_2                   4
inv_1                    2
ha_1                     3
xnor2_4                  1
xor2_4                   1
o31ai_1                  5
mux4_2                  10
mux2_2                  64
nand2b_1                 2
nand2_1                 20
buf_4                   16
inv_4                    1
o31ai_2                 11
clkdlybuf4s50_1         36
inv_2                    1
clkinv_1                 4
edfxtp_1               212
clkinvlp_4               1
bufinv_16                6
o22ai_1                 32
nand4b_1                 1
nand2_4                  4
ha_4                     1
nor2_2                   6
clkinv_2                 5
clkbuf_16               23
mux4_1                   6
nor3b_2                  1
clkbuf_1                 1
nor3_4                   1
nor2_1                   3
Power and IR drop assume default switching activity.
